[config.mk]
export PLATFORM = sky130hd
export DESIGN_NAME = register8
export DESIGN_NICKNAME = register8
export VERILOG_FILES = /design/flow/design.v
export SDC_FILE = /design/flow/constraint.sdc
export NUM_CORES = 4
export LEC_CHECK = 1
export CORE_UTILIZATION = 40
[constraint.sdc]
current_design register8

set clk_period 2.5
set clk_io_pct 0.2

create_clock -name clk0 -period $clk_period [get_ports {clk}]

set non_clock_inputs [all_inputs -no_clocks]
set_input_delay [expr $clk_period * $clk_io_pct] -clock clk0 $non_clock_inputs
set_output_delay [expr $clk_period * $clk_io_pct] -clock clk0 [all_outputs]
[design.v]
module register8(clk, writeEn, writeAddr, writeData, rdAddrA, rdAddrB, dataA, dataB);
input clk, writeEn;
input [2:0] writeAddr, rdAddrA, rdAddrB;
input [7:0] writeData;
output [7:0] dataA, dataB;
reg [7:0] dataA, dataB;
reg[7:0] registers[0:7];
always @(posedge clk) begin
	if (writeEn==1) begin
		registers[writeAddr]<=writeData;
	end
end
always @* begin
	if (rdAddrA == writeAddr)
		dataA = writeData;
        else
                dataA = registers[rdAddrA];
end
always @* begin
	if (rdAddrB == writeAddr)
		dataB = writeData;
	else
		dataB = registers[rdAddrB];
end
endmodule
[run.sh]
#!/bin/bash
# OpenROAD 26Q1-2900-gdf79404cd8, Yosys 0.63+post, stock flow scripts
make -C /OpenROAD-flow-scripts/flow DESIGN_CONFIG=/design/flow/config.mk WORK_HOME=/design/flow/orfs finish
==> CHANGELOG.md <==
### Physical design

* Run status: complete, no violations
* Share of the clock period used by the worst path at 99.6%
* Detailed placement HPWL at 6000 um
* Total Neg Setup Slack at 0 ns
* Leftover overflow at the end of global routing at 0
* Kind of capture point of the worst setup path: output pin
* Core footprint at 8180 sq um
* Yosys adder share at 0%
* Min-delay worst type: input port to register
* Wire length of the first global-routing pass at 13300 um
* Biggest register: registers
* Fraction of the yosys area taken by sequential cells at 57.2%
* Number of H-tree branching levels at 3
* Top cells by area in the synthesized netlist: edfxtp_1 57%, mux2_2 11%, mux2i_1 9.5%, a22o_1 4.2%, o31ai_1 3.4%
* Max frequency at 0.402 GHz
* Pre-Place Util at 41.1%
* Area growth from synthesis to final layout at 39.6%
* Share of final-layout standard cells stronger than drive strength 1 at 43.8%
* Total standard cell area after synthesis at 3360 sq um
* Maximum number of pins on one net before global-route repair at 24
* Synthesized flop and latch total at 64
* Final Hold Viols at 0
* Count of cell types in the netlist at 21
* Ant. Diodes at 0
* Drt wl/cell at 20.3 um
* Routed WL at 8640 um
* Final count of pins violating max slew at 0
* Main logic family after synthesis: multiplexers
* Vias post-DR at 2363
* Number of flip-flops in the largest register at 64
* Startpoint type of the worst setup path: input port
* Clock slew seen by the registers of the worst setup and hold paths at 0.07 ns
* Highest-count logic cell in the final layout: edfxtp_1
* Yosys Chip Area at 3360 sq um
* Number of buffers created by CTS at 9
* Number of antenna violations at the first check in global routing at 0
* Total cells reported by yosys after synthesis at 237
* Die boundary height at 93.6 um
* Commonest cells after routing, fill and taps aside: 64 x edfxtp_1, 46 x buf_4, 32 x mux2i_1, 32 x mux2_2, 16 x nand4_1
* Worst Max-Slew Pin Slew at 0.489 ns
* Setup Slack @ Placement at -0.427 ns
* Max-capacitance violation count at 0
* Num ports at 35
* Clock sink total at 64
* Xor+xnor area frac at 2.01%
* Final antenna-violating net count at 0
* Number of warning messages in the logs at 27
* Post-Synthesis Cells at 237
* Mean number of vias per cell at 5.56
* Routability cong. at 0.903
* Data arrival time at the worst-slack endpoint at 1.99 ns
* Post-Syn Area per Cell at 14.2 sq um
* Time the final worst path needs with I/O delays and setup at 2.49 ns
* Via count of the first global-routing pass at 2344
* Final setup slack of the worst path at 0.0110 ns
* Fraction of post-synthesis cell area in the top cell type by area at 57.2%
* Maximum ir drop on the vdd rail at 0.468 mV
* Leakage power at 1.78 nW
* Category of the critical setup timing path: input port to output pin
* WP data required at 2.00 ns
* Worst slew margin at 67.4%
* Root buffer cell: clkbuf_8
* Setup violation total in the final timing report at 0
* Multiplexer area fraction after synthesis at 20.3%
* Total of buffers placed on input and output ports at 34
* Maximum clock insertion buffer count at 2
* Cell type with the largest total area after synthesis: edfxtp_1
* Die Width at 93.6 um
* Remaining routing DRC violations at 0
* Pwr per Cell Area at 574 nW/um^2
* Area fraction in and, or, nand and nor cells after synthesis at 6.34%
* Detailed Routing Iterations Pass 1 at 4
* Total global-route track usage at 22.0%
* Count of standard-cell rows at 33
* CTS Hold Bufs at 0
* Complex-gate fraction of the synthesized area at 10.9%
* Critical path fanouts, max at 8
* Die Size at 8760 sq um
* Drt initial violations at 155
* Unrepaired setup endpoints after global routing: true
* TritonCTS clock tree: built
* Synthesis Warnings at 1
* Biggest registers after layout: registers: 64 flops
==> critical path, cell delays in order <==
cell	delay [ns]
clkdlybuf4s15_2	0.22
nor2b_1	0.14
buf_4	0.17
a22o_1	0.24
o31ai_2	0.23
clkdlybuf4s50_1	0.49
==> timing repair <==
item	in CTS	in global routing
setup endpoints to repair	16	14
resized	61	27
buffers inserted	0	5
pin swaps	10	6
cloned	1	0
==> final timing paths <==
| check | start | end | slack, ns | cells past startpoint |
|---|---|---|---|---|
| min | writeData[3] | registers[6][3]$_DFFE_PP_ | 0.60 | 1 |
| max | rdAddrA[1] | dataA[7] | 0.01 | 6 |
==> cell usage after synthesis <==
cell type,number
buf_6,3
xnor2_1,4
buf_1,4
buf_2,3
nand4_1,16
nor3_1,2
nor2_1,8
mux2_2,32
and3_1,2
nand2b_1,4
nor2b_1,2
buf_4,6
a22o_1,16
o22ai_1,16
o31ai_1,15
o31ai_2,1
nand2_1,4
mux2i_1,32
edfxtp_1,64
or2b_1,1
xnor2_2,2
==> layout make-up <==
cell class	count	area (sq um)
Clock inverter	4	70.1
Fill cell	633	3490
Sequential cell	64	1920
Multi-Input combinational cell	157	1640
Clock buffer	11	131
Timing Repair Buffer	84	793
Tap cell	105	131
==> cell families after synthesis <==
family	count (synthesis)
muxes	64
DFF	64
AOI/OAI and AO/OA	48
and+or+nand+nor	39
buffers and inverters	16
xor gates and xnor gates	6
==> routing by layer <==
| layer | wire length, um | GRT usage [%] | vias to the layer above |
|---|---|---|---|
| met5 | 0 | 0 | - |
| met3 | 342 | 4.22 | 13 |
| met4 | 114 | 2.69 | 0 |
| met2 | 4090 | 32.3 | 53 |
| li1 | - | - | 1125 |
| met1 | 4090 | 37.9 | 1172 |
==> per-stage QoR <==
| stage | util (%) | cells | instance area, sq um | hold WS [ns] | power (W) |
|---|---|---|---|---|---|
| finish | 57.3 | 425 | 4690 | 0.596 | 0.00269 |
| global route | 57.3 | 425 | 4690 | 0.605 | 0.00278 |
| CTS | 55.8 | 420 | 4570 | 0.896 | 0.00268 |
| detailed placement | 50.0 | 404 | 4090 | 1.25 | 0.00169 |
| global placement | 50.0 | 404 | 4090 | 1.25 | 0.00169 |
| floorplan | - | 237 | 3360 | 0.599 | 0.00146 |
==> power by group <==
group | total [W] | switching (W) | internal (W)
sequential | 0.00123 | 0.0000137 | 0.00122
combinational | 0.000534 | 0.000243 | 0.000291
clock | 0.000924 | 0.000371 | 0.000553
Power is estimated from default activity; no workload was simulated.
