==> design/flow/design.v <==
module server(req0, size0, resp0, req1, size1, resp1, rst, clk);
  input [2:0] size0, size1;
  input req0, req1, rst, clk;
  output resp0, resp1;
  reg resp0, resp1, last_served;
  reg [2:0] temp0, temp1;
  reg [1:0] curr_state, next_state;
  always@(posedge clk) begin
    if (rst == 1'b1)
      curr_state <= 4'd0;
    else
      curr_state <= next_state;
  end
  always@(*) begin
  resp0 = 0;
  resp1 = 0;
    case (curr_state)
      0: begin
        if (req0==1'b1 && req1 == 1'b0) begin
          next_state = 1;
        end
        else if (req0==1'b0 && req1 == 1'b1) begin
          next_state = 2;
        end
        else if (req0==1'b1 && req1 == 1'b1 && last_served == 0)
            next_state = 2;
        else if (req0==1'b1 && req1 == 1'b1 && last_served == 1)
            next_state = 1;
        else begin
          next_state = curr_state;
        end  
      end  
      1: begin
        if (temp0 > 0)
          next_state = 1;
        else begin
          next_state = 0;
  	resp0 = 1;
        end
      end
      2: begin
        if (temp1 > 0)
          next_state = 2;
        else begin
          next_state = 0;
  	resp1 = 1;
        end
      end
      endcase
  end
  always@(posedge clk) begin
    if (rst == 1)
      last_served <= 0;
    if (curr_state == 1 && next_state == 0)
      last_served <= 0;
    if (curr_state == 2 && next_state == 0)
      last_served <= 1;
  end
  always@(posedge clk) begin
    if (curr_state ==0 && (req0==1'b1 && req1 == 1'b0))
      temp0 <= size0;
    if (curr_state ==0 && (req0==1'b0 && req1 == 1'b1))
      temp1 <= size1;
    if (curr_state == 1 && temp0 > 0)
      temp0 <= temp0 - 1;
    if (curr_state == 2 && temp1 > 0)
      temp1 <= temp1 - 1;
  end
endmodule
==> design/flow/run.sh <==
#!/bin/bash
# OpenROAD 26Q1-2900-gdf79404cd8, Yosys 0.63+post, stock flow scripts
make -C /OpenROAD-flow-scripts/flow DESIGN_CONFIG=/design/flow/config.mk WORK_HOME=/design/flow/orfs finish
==> design/flow/config.mk <==
export PLATFORM = sky130hd
export DESIGN_NAME = server
export DESIGN_NICKNAME = server
export VERILOG_FILES = /design/flow/design.v
export SDC_FILE = /design/flow/constraint.sdc
export NUM_CORES = 4
export LEC_CHECK = 1
export CORE_AREA = 10 10 70 70
export DIE_AREA = 0 0 80 80
==> design/flow/constraint.sdc <==
current_design server

set clk_period 1.9
set clk_io_pct 0.2

create_clock -name clk0 -period $clk_period [get_ports {clk}]

set non_clock_inputs [all_inputs -no_clocks]
set_input_delay [expr $clk_period * $clk_io_pct] -clock clk0 $non_clock_inputs
set_output_delay [expr $clk_period * $clk_io_pct] -clock clk0 [all_outputs]
==> design notes <==
The run finished with clean final reports. Counting every instance in the synthesized netlist gives 59. The final critical-path required period is 1.711 ns.

The layout has 359 filler cells. Before any placement, the netlist area is recorded as 649.4 um^2. The tools report the total power consumption of the routed design as 0.0004511 W.

In the routed netlist, the antenna diode instances number 0. The run gives 1 for the yosys synthesis warning count. In the floorplan report the effective utilization is 19.01%. TritonRoute output was used to compute an average wire per cell of 10.16 um. The timer found 2 register pins that no clock reaches; their paths are not timed. The routed layout has 457 vias. Per the final layout report, the fraction of cells sized above drive strength 1 comes to 35.00%. The total routed wirelength was 1.280 mm.

The worst slew slack as a fraction of its limit came out at 86.35%. The post-synth register bit count is 11. For the fmax, the log shows 584.5 MHz. The run gives 1 as the H-tree depth. After synthesis, the share of flip-flops with an asynchronous set or reset is 0%.

The later pin in the worst-skew pair is clocked with a latency of 0.27 ns. Per the layout area report, the register area comes to 272.8 um^2. The placeable core region was 3416 um^2. The tightest min-delay check is of the reg -> reg type. The number of maximum-capacitance constraint violations was 0; the die width was 80 um. Setup repair after global routing left no endpoint under its margin. The number of cells reported by Yosys stat comes to 59.

The standard-cell row count was 21. The run gives 501 for the number of global-route vias before repair. The share of synthesized cell area in and-or and or-and compound cells was 8.092%.

The tools report the source of the worst register-to-register timing path as curr_state[0]. Entering global routing, the biggest net connects 6 pins. The iteration count recorded for the first detailed-route pass is 2. Per the layout area report, the combinational gate area comes to 375.4 um^2. After synthesis, the share of cell area in mux cells is 12.72%.

The most common logic cells in the final layout are 9 x clkdlybuf4s50_1, 6 x inv_1, 6 x ha_1, 6 x buf_4, 6 x edfxtp_1. The die is 80 um tall. Per the final timing report, the hold violations number 0. The cell chosen for the clock root was clkbuf_4. The report lists the cells along the critical path as inv_1, ha_1, nor3b_2, dlygate4sd2_1. TritonCTS built the clock tree. The timing report shows that the slowest cell on the worst path is dfxtp_2.

Leading register cell type out of synthesis: edfxtp_1. In this run, the synthesized area fraction spent on xor and xnor cells is recorded as 2.697%. Tracing the worst setup path back leads to its startpoint at curr_state[0]. Sequential cells burn 49.8% of the power. The tools report the largest vdd supply drop as 0.00009618 V.

The synthesis report lists the most area-consuming cells as edfxtp_1 28%, ha_1 15%, dfxtp_1 9.2%. The final total negative setup slack was 0 ns. Per the OpenROAD power report, leakage power amounts to 0.4198 nW. The number of antenna violations at the first check in global routing was 0; the remaining global-route overflow was 0.

The clock passes through at most 2 buffers. 12 I/O pins were placed. On the worst setup and hold paths after CTS, the clock-pin slew comes to 0.07 ns.

Per STA, the highest per-stage delay on the worst path measures 0.38 ns. The routability-driven placement congestion ratio was 0.7621; the number of warning messages in the logs was 30. 2 endpoints have no timing constraint.

In this run the power spent charging and discharging nets is 0.0001056 W. The power report shows net switching accounting for 23.40% of the total. Per the synthesis report, the adder-cell share of the synthesized area is 15.41%.

The routed layout reports a DRC error count of 0. The transition time of the tightest slew-check pin is 0.2040 ns, and the routed via count divided by cell count is 3.627. Internal power comes to 0.0003456 W. For the final database, setup skew stands at 0.006762 ns. The total routing resource utilization after global routing is 4.266%. For the chip area from the yosys synthesis statistics, the log shows 649.4 um^2. With the count of buffer and inverter cells on the critical path at 2, the iteration-0 DRC count of the detailed router is 56. The end-of-flow timing check tallies setup violations at 0. The worst setup path is captured at an output port. Averaged over all synthesized cells, the footprint is 11.01 um^2. The final timing summary puts the cycle share of the worst path at 90.04%. Required time of the critical path: 1.52 ns. The run gives 1.33 ns for the arrival time reported for the critical path endpoint. Among cell families on the critical path, the largest total delay comes from flip-flops. The flow measured a signed area growth from synthesis to layout of 43.16%. Of the total synthesized cell area, the portion taken by AND, OR, NAND and NOR gates is 13.10%. Hold is met by 0.5189 ns. The startpoint identified for the worst hold timing path is last_served. The overall die size recorded for this design is 6400 um^2. Along the worst path, the maximum fanout reaches 4. The first global-routing pass estimated 2.228 mm of wire. Per the synthesis report, the number of distinct cell types is 21. Of the total power, the clock network draws 33.7%.

In this run, synthesis inferred 6 flip-flops with an integrated enable. Per report_power, the combinational group accounts for 16.5% of the total. Buffers inserted during clock tree synthesis total 3. The tools report the nature of the critical path startpoint as a flop. Per the synthesis report, the dominant area consumer among library cells is edfxtp_1. The top cell type in the final layout, fill and taps aside, is clkdlybuf4s50_1.

The run gives 27.75% for the top-area cell type share of the netlist area. The tools report the final antenna-violating net count as 0. For this run the detailed placement stage logged an HPWL of 990.5 um. The start-to-end type of the worst setup path was reg -> out. The number of pins exceeding their max-slew limit in the final report was 0; the count of input and output buffers was 11. Per the summary, power density relative to cell area is 485.3 nW/um^2. For reference, the top logic cell family by area is adder cells.
## metrics by stage
step	instance area [um^2]	setup WS [ns]	utilization, %	std cells
after floorplan	649.4	0.4892	-	59
after global placement	832.0	0.1795	24.36	118
after detailed placement	832.0	0.1416	24.36	118
after CTS	910.9	0.004736	26.67	124
after global routing	929.6	0.1157	27.22	126
final	929.6	0.1892	27.22	126
## logic make-up (layout without fill, tap and decap cells)
family / count (synthesis) / count (layout)
compound gates: 6 / 6
xor+xnor: 2 / 2
fa+ha+maj: 8 / 8
buf+inv: 11 / 32
flops: 9 / 9
latches: 2 / 2
mux: 7 / 7
simple gates: 14 / 14
## layout make-up
| cell class | instances | area share [%] |
|---|---|---|
| Multi-Input combinational cell | 37 | 40.38 |
| Clock buffer | 4 | 2.826 |
| Sequential cell | 11 | 29.34 |
| Timing Repair Buffer | 17 | 16.82 |
| Tap cell | 46 | 6.191 |
| Inverter | 11 | 4.441 |
## worst reg2reg max path, cell delays in order (launching register included)
cell and delay, ns:
dfxtp_2 0.38, inv_1 0.08, ha_1 0.21, buf_4 0.15, o21ai_4 0.09, mux2_2 0.36
## what timing repair did
item,4_1_cts,5_1_grt
buffers inserted,2,2
endpoints found under the setup margin,2,1
endpoints found under the hold margin,0,0
hold buffers,0,0
gates resized,14,2
pin swaps,1,1
## worst paths after layout
path / cells past startpoint / slack [ns] / end
hold / removal: 1 / 0.52 / last_served
setup / recovery: 4 / 0.19 / resp1
hold reg to reg: 1 / 0.52 / last_served
setup reg to reg: 5 / 0.38 / temp1[0]
## Yosys cell counts, drive strengths merged, types with 2 or more instances
cell type  instances
dfxtp              3
dlxtn              2
edfxtp             6
ha                 8
inv               11
mux2               4
mux2i              3
nand2              5
nor2               3
nor2b              3
o21ai              3
xor2               2
## power groups by stage
stage | Sequential [W] | Clock (W) | Combinational (W)
after CTS | 0.000224 | 0.000158 | 0.0000724
after global routing | 0.000225 | 0.000174 | 0.0000825
final | 0.000224 | 0.000152 | 0.0000744
## state kept, by name (all words and copies together) (netlist names)
register     cells
temp0            3
temp1            3
curr_state       2
next_state       2
last_served      1
## routing by layer
metal	wire length, um	share of wire, %	track usage [%]	vias to the layer above
met5	0	0	0	-
met4	31	2.4	0.8803	0
met3	76	5.9	1.705	5
met2	518	40	6.340	9
met1	654	51	5.716	204
li1	-	-	-	239
Power and IR drop assume default switching activity.
